==> flow/design.v <==
module divisor_clock(clk, saida_tempo, saida_multiplex);
		input clk;
		output saida_tempo, saida_multiplex;
	reg [25:0] contador;
	initial contador = 0;
	assign saida_tempo = contador[25];  
	assign saida_multiplex = contador[17];  
	always @ (posedge clk) begin
		contador <= contador + 1;
		if (contador == 26'h3FFFFFF) begin
			contador <= 26'h0;
		end		
	end
endmodule	
==> flow/run.sh <==
#!/bin/bash
# OpenROAD 26Q1-2900-gdf79404cd8, Yosys 0.63+post, stock flow scripts
make -C /OpenROAD-flow-scripts/flow DESIGN_CONFIG=/design/flow/config.mk WORK_HOME=/design/flow/orfs finish
==> flow/config.mk <==
export PLATFORM = sky130hd
export DESIGN_NAME = divisor_clock
export DESIGN_NICKNAME = divisor_clock
export VERILOG_FILES = /design/flow/design.v
export SDC_FILE = /design/flow/constraint.sdc
export NUM_CORES = 4
export LEC_CHECK = 1
export CORE_AREA = 10 10 92 92
export DIE_AREA = 0 0 102 102
==> flow/constraint.sdc <==
current_design divisor_clock

set clk_period 3.7
set clk_io_pct 0.2

create_clock -name clk0 -period $clk_period [get_ports {clk}]

set non_clock_inputs [all_inputs -no_clocks]
set_input_delay [expr $clk_period * $clk_io_pct] -clock clk0 $non_clock_inputs
set_output_delay [expr $clk_period * $clk_io_pct] -clock clk0 [all_outputs]
==> flow_summary.ini <==
; flow metrics
[run_status]
run_status = completed

[critical_path]
reg2reg_slack_ns = 1.48
arrival_time_reported_for_the_critical_path_endpoint_ns = 2.39
critical_path.top_delay_family = simple AND/OR/NAND/NOR gates
cp-end-kind = register
cell_chain_of_the_critical_path = nand4_4, or4_1, nor4_1, buf_4, nor2_1
critical_path_cell_count = 5
reg2reg_from = contador[7]$_SDFF_PN0_
r2r_end = contador[11]$_SDFF_PN0_
criticalPathCategory = register to register
critical_path_required_ns = 3.87
r2r_cells = 5
cp_max_fo = 9
cp_slowest_stage_delay_ns = 0.62
critical_path_buf_inv_count = 1
worst_setup_path_start_kind = register
slowest_stage = or4_1

[grt]
first_global_vias = 805
global_route.overflow_total = 0
grt_first_pass_wirelength_microns = 3570
antenna_found_initial = 0
pin_count_of_the_biggest_net_entering_global_routing = 16
grt_total_usage_pct = 3.96

[clock_network]
count_of_clock_tree_sinks = 26
cts-root-to-sink-buffers = 2
clockRootBuffer = clkbuf_8
numCtsBuffers = 3
postCtsHoldBufs = 0
clkTransAtPathRegs_ns = 0.10
clock_tree_from_tritoncts = done
cts_post_setup_buffers_inserted = 0
clock_insertion_delay_worst_skew_ns = 0.27
ctsResizeCount = 0
h-tree-depth = 1

[die]
die_height_microns = 102
num_rows = 29
core_region_area_sq_um = 6460
boundaryPins = 3
die.size.x_microns = 102
initial_core_util_pct = 17.6
die_area_sq_um = 10400

[yosys]
ys_seq_share_pct = 45.9
synth-cells-yosys = 123
synthesis.area_sq_um = 1130
avgSynthCellArea_sq_um = 9.23
syn-instance-count = 123
ys_top_cells_by_count = dfxtp_1 (26), nor2_1 (13), nand3_1 (12)
synth.top_cells.by_area = dfxtp_1 (46%), xnor2_1 (6.9%), xor2_1 (6.9%)
yosys_area_sq_um = 1130
synth.largest_area_cell = dfxtp_1
edf_count = 0
async_reset_ff_share_pct = 0
synth_cell_types = 27
numSynthFlops = 26
flop_cell = dfxtp_1
dominant_cell_by_count_in_the_synthesized_netlist = dfxtp_1
yosys_warnings = 1
proportion_of_netlist_area_held_by_the_largest_area_contributor_pct = 45.9

[final_timing]
number_of_max_slew_violations_in_the_final_report = 0
worst_slew_pin_slew_ns = 0.739
fmax_mhz = 450
timing.final.ws_setup_ns = 1.48
worst_clock_skew_ns = 0.00937
maxSlewHeadroom_pct = 50.3
setup_repair_after_global_routing_missed_its_margin = no
finalCriticalPeriod_ns = 2.22
timing.setup.tns_ns = 0
final-hold-violation-count = 0
timing.final.crit_share_pct = 60.0
report.final.setup_viol = 0

[power]
worst_vdd_rail_ir_drop_uv = 154
design_power_total_mw = 0.517
power.density_nw_per_um2 = 392
static-leakage-power_nw = 0.476

[worst_hold_path]
min_delay_worst_endpoint = contador[24]$_SDFF_PN0_
worst_hold_path.num_cells = 1
worst_hold_path_type = register to register
min-delay-start = contador[24]$_SDFF_PN0_

[job]
max_cap_viol_count = 0
warnings = 25

[placed_design]
numPortBuffers = 2
place.gp.congestion = 0.806
detailedPlace.worstSlack_ns = 1.49
hpwl_microns = 1400

[route]
wl_per_cell_microns = 9.46
drt-initial-drc-count = 40
insertedDiodeCount = 0
drt_drc_violations_left = 0
drt_first_pass_iters = 4
finalWirelength_microns = 1940
vias = 828
post_drt_via_cell_ratio = 4.04
detail-route-antenna-nets = 0

[layout]
fraction_of_layout_cells_with_a_size_suffix_above_1_pct = 7.03
areaGrowthSynthToFinish_pct = 16.1
sequential_area_sq_um = 520
largest_register_ffs = 26
biggestRegsByFlops = contador: 26 flops
register_with_the_most_flip_flops = contador
layout.area.comb_sq_um = 591
fillers = 712
==> power by group <==
part / total, mW / switching (mW) / leakage [nW] / internal, mW
Clock: 0.237 / 0.0926 / 0.0357 / 0.145
Combinational: 0.000000231 / 0 / 0.231 / 0
Sequential: 0.280 / 0 / 0.209 / 0.280
Total: 0.517 / 0.0926 / 0.476 / 0.424
==> how the worst max path moves through the flow <==
stage	startpoint	endpoint	slack (ns)
after CTS	contador[7]$_SDFF_PN0_	contador[11]$_SDFF_PN0_	1.47
after global routing	contador[7]$_SDFF_PN0_	contador[0]$_SDFF_PN0_	1.31
final	contador[7]$_SDFF_PN0_	contador[11]$_SDFF_PN0_	1.48
==> logic make-up after synthesis <==
kind of cell    count (synthesis)  synth area share, %
xor+xnor                       18                 13.9
fa+ha+maj                       1                 1.10
simple gates                   64                 31.2
mux                             2                 1.76
compound gates                  7                 4.08
flops                          26                 45.9
buf+inv                         5                 2.09
==> routing by layer <==
metal,up-vias,track usage [%],share of wire (%)
li1,448,-,-
met1,370,5.94,54
met2,10,5.93,43
met3,0,0.818,3.4
met4,0,0.434,0
met5,-,0,0
==> cells in the final DEF (no fill, tap or decap), types with 3 or more instances in the layout <==
cell type / instances
nand4_1: 5
or4_1: 4
xnor2_1: 9
xor2_1: 9
nor2_1: 13
nand2_1: 9
clkbuf_8: 3
dfxtp_1: 26
nor4_1: 4
nor3_1: 7
nand3_1: 12
inv_1: 3
==> stage by stage <==
stage / area (sq um) / util, % / instances / hold slack [ns]
after floorplan: 1130 / - / 123 / 0.445
after global placement: 1250 / 19.3 / 201 / 0.472
after detailed placement: 1250 / 19.3 / 201 / 0.474
after CTS: 1320 / 20.4 / 205 / 0.490
after global routing: 1320 / 20.4 / 205 / 0.502
final: 1320 / 20.4 / 205 / 0.486
==> worst register-to-register path: cells and delay by family (launching register included) <==
kind,cells,cell delay (ns)
buffers and inverters,1,0.27
flip-flops,1,0.45
AND/OR/NAND/NOR,4,1.39
==> final cells by class <==
| class | instances | area share, % |
|---|---|---|
| Clock buffer | 3 | 3.13 |
| Clock inverter | 1 | 2.28 |
| Inverter | 3 | 0.855 |
| Multi-Input combinational cell | 92 | 44.8 |
| Sequential cell | 26 | 39.5 |
| Tap cell | 77 | 7.31 |
| Timing Repair Buffer | 3 | 2.09 |
No activity file was given, so power comes from the tool's default toggle rates.
