<file path="/design/flow/design.v">
module decodificador(codigo, seg, clk);
	input [3:0] codigo;
  	input clk;
	output reg [7:0] seg;
  initial seg = 8'b00000000;
  always @ (posedge clk) begin
    	case(codigo)           
    			4'b0000: seg = 8'b01111100;  
				4'b0001: seg = 8'b00001100;  
				4'b0010: seg = 8'b10110110;  
				4'b0011: seg = 8'b10011110;  
				4'b0100: seg = 8'b01100110;  
				4'b0101: seg = 8'b11011010;  
				4'b0111: seg = 8'b00001110;  
				4'b1000: seg = 8'b11110010;  
				4'b1001: seg = 8'b01100110;  
				4'b1010: seg = 8'b11001110;  
				4'b1111: seg = 8'b00000001;  
				default: seg = 8'b00000000;
    	endcase
	end
endmodule 
module display_segmentos(clk, estado, codigo_produto, total, segmentosA, segmentosB, segmentosC, segmentosD);
	input clk;
	input [1:0] estado;
	input [3:0] codigo_produto, total;
	output [7:0] segmentosA, segmentosB, segmentosC, segmentosD;
	reg [3:0] codigoA, codigoB, codigoC, codigoD;
	reg [1:0] estado_anterior;
	always @ (posedge clk) begin
		case (estado)
			0: begin	
				if(estado_anterior == 1 && estado == 0) begin 
					codigoA = 8;
					codigoB = 9;
					codigoC = 9;
					codigoD = 1;
				end
				else if(estado_anterior == 2 && estado == 0) begin 
					codigoA = 8;
					codigoB = 9;
					codigoC = 9;
					codigoD = 2;	
				end
				else begin
					codigoA = 8;
					codigoB = 5;
					codigoC = 10;
					codigoD = 8;
					estado_anterior = estado;
				end
			end
			1: begin
				codigoA = 0;
				codigoB = 0;
				codigoC = 0;
				codigoD = 0;
				codigoC[1] = codigo_produto[3];
				codigoC[0] = codigo_produto[2]; 
				codigoD[1] = codigo_produto[1];
				codigoD[0] = codigo_produto[0];
			end
			2: begin
				codigoB = 15;
				if(total[3] == 0 && total[2] == 0) 
					codigoA = 0;
				else if(total[3] == 0 && total[2] == 1)
					codigoA = 1;
				else if(total[3] == 1 && total[2] == 0)
					codigoA = 2;
				if(total[1] == 0 && total[0] == 0) begin
					codigoC = 0;
					codigoD = 0;
				end
				if(total[1] == 0 && total[0] == 1) begin
					codigoC = 2;
					codigoD = 5;					
				end
				if(total[1] == 1 && total[0] == 0) begin
					codigoC = 5;
					codigoD = 0;
				end
				if(total[1] == 1 && total[0] == 1) begin
					codigoC = 7;
					codigoD = 5;
				end
			end
			3: begin
			end
			default: begin
				codigoA = 11;
				codigoB = 11;
				codigoC = 11;
				codigoD = 11;
			end
		endcase
	end
	decodificador decodA(
		.codigo(codigoA),
		.clk(clk),
		.seg(segmentosA)
	);
	decodificador decodB(
		.codigo(codigoB),
		.clk(clk),
		.seg(segmentosB)
	);
	decodificador decodC(
		.codigo(codigoC),
		.clk(clk),
		.seg(segmentosC)
	);
	decodificador decodD(
		.codigo(codigoD),
		.clk(clk),
		.seg(segmentosD)
	);
endmodule 
</file>
<file path="/design/flow/constraint.sdc">
current_design display_segmentos

set clk_period 2.1
set clk_io_pct 0.2

create_clock -name clk0 -period $clk_period [get_ports {clk}]

set non_clock_inputs [all_inputs -no_clocks]
set_input_delay [expr $clk_period * $clk_io_pct] -clock clk0 $non_clock_inputs
set_output_delay [expr $clk_period * $clk_io_pct] -clock clk0 [all_outputs]
</file>
<file path="/design/flow/run.sh">
#!/bin/bash
# OpenROAD 26Q1-2900-gdf79404cd8, Yosys 0.63+post, stock flow scripts
make -C /OpenROAD-flow-scripts/flow DESIGN_CONFIG=/design/flow/config.mk WORK_HOME=/design/flow/orfs finish
</file>
<file path="/design/flow/config.mk">
export PLATFORM = sky130hd
export DESIGN_NAME = display_segmentos
export DESIGN_NICKNAME = display_segmentos
export VERILOG_FILES = /design/flow/design.v
export SDC_FILE = /design/flow/constraint.sdc
export NUM_CORES = 4
export LEC_CHECK = 1
export CORE_AREA = 10 10 113 113
export DIE_AREA = 0 0 123 123
</file>
==> results.json <==
{
  "warnings": 46,
  "yosys_warnings": 2,
  "wl_per_cell_um": 10.6,
  "antenna_found_initial": 0,
  "fin_crit_ps": 1800,
  "clk_latency_ps": 300,
  "antenna_cells": 0,
  "vias_per_cell": 3.76,
  "synth_top_cell_by_area": "dfxtp_1",
  "final.fill_count": 1049,
  "postLayoutCoreUtil_pct": 27.4,
  "vdd_drop_max_uv": 331,
  "synth_area_um2": 2150,
  "crit_buf_inv": 2,
  "layout_top_cells": "clkdlybuf4s50_1 (41), dfxtp_1 (31), ha_1 (26)",
  "critPathSlowestCell": "clkdlybuf4s50_1",
  "hp-start": "codigoA[0]",
  "setup_viol": 0,
  "placed_area_um2": 2720,
  "final_cell_area_um2": 2820,
  "grt-ovfl-total": 0,
  "endpoint_kind": "flip-flop",
  "die_w_um": 123,
  "ys_cells": 202,
  "h-tree-depth": 2,
  "grt_pass1_wl_um": 6460,
  "clockBufferDepth": 2,
  "final-hold-violation-count": 0,
  "area_growth_pct": 31.5,
  "rsz0062_at_grt": "false",
  "drcViolationCount": 0,
  "worst_r2r_path_depth": 3,
  "crit_required_ps": 2150,
  "clkSinkCount": 48,
  "grt_usage_pct": 5.25,
  "synth.top_cell.area_share_pct": 28.9,
  "cts_resized": 0,
  "path_depth": 5,
  "pwr-share-clk_pct": 26.8,
  "hold_depth": 1,
  "fmax_mhz": 556,
  "drv_cap": 0,
  "post-cts-setup-buffer-count": 0,
  "p_int_mw": 1.67,
  "drtIter0Drc": 65,
  "root_buffer": "clkbuf_8",
  "grt_pass1_vias": 1367,
  "ant_nets": 0,
  "switchingPower_mw": 0.559,
  "crit_start": "estado[0]",
  "final_common_cell": "clkdlybuf4s50_1",
  "rows": 37,
  "combPwrFrac_pct": 19.7,
  "yosys.stat.seqShare_pct": 52.7,
  "arrival_ps": 1850,
  "vias": 1445,
  "die_h_um": 123,
  "power_density_nw_per_um2": 789,
  "cp_top_family": "buffers and inverters",
  "drv_slew": 0,
  "p_leak_nw": 1.20,
  "fp_util_pct": 20.8,
  "cts_tree": "yes",
  "grt_start_max_net_pins": 17,
  "die-area_um2": 15100,
  "synth_flops": 48,
  "drt-total-wl_um": 4060,
  "dp_hpwl_um": 3200,
  "seq_power_share_pct": 53.5,
  "hold_buffers": 0,
  "fin_crit_sh_pct": 85.6,
  "synthCells": 202,
  "finClkSkew_ps": 7.25,
  "combGateArea_um2": 896,
  "power.share.switching_pct": 25.1,
  "outcome": "completed",
  "flop_area_um2": 1130,
  "slowest_delay_ps": 470,
  "firstDrtPassIters": 4,
  "ys_area_um2": 2150,
  "syn_avg_cell_area_um2": 10.6,
  "io_buffers": 41,
  "numCtsBuffers": 5,
  "reg2reg_from": "estado_anterior[1]",
  "path_class": "in -> reg",
  "clkTransAtPathRegs_ps": 90,
  "core_um2": 10300,
  "critPathLaunchType": "input pin",
  "crit_fanout": 6,
  "gp_congestion": 0.772,
  "top_cells_by_area": "dfxtp_1 (29%), edfxtp_1 (24%), ha_1 (15%)",
  "drive_gt1_share_pct": 6.05,
  "hp-class": "reg -> reg",
  "num_io_pins": 43,
  "path_cells": "clkdlybuf4s50_1 > inv_1 > ha_1 > and3_1 > a311o_1",
  "synth_cell_type_count": 31
}
## cell families (layout without fill, tap and decap cells)
| kind of cell | Yosys count | count (layout) | share of synthesized area (%) |
|---|---|---|---|
| other | 1 | 1 | 0.175 |
| buffers and inverters | 28 | 74 | 5.59 |
| multiplexers | 5 | 5 | 2.33 |
| adder cells (fa/ha/maj) | 26 | 26 | 15.2 |
| flip-flops | 48 | 48 | 52.7 |
| AND/OR/NAND/NOR | 48 | 48 | 11.2 |
| AND-OR/OR-AND | 42 | 42 | 11.2 |
| XOR/XNOR | 4 | 4 | 1.63 |
## power by group through the flow
stage | combinational (mW) | clock, mW | sequential (mW)
after CTS | 0.452 | 0.628 | 1.19
after global routing | 0.500 | 0.678 | 1.21
final | 0.439 | 0.598 | 1.19
## final timing paths
kind | slack, ps | end
setup / recovery | 300 | codigoD[0]
hold / removal | 570 | decodA.seg[4]
setup reg to reg | 800 | codigoC[1]
hold reg to reg | 570 | decodA.seg[4]
## metal layers
metal | part of all wire [%] | wire [um] | up-vias | track usage, %
met4 | 1.9 | 76 | 0 | 1.02
li1 | - | - | 765 | -
met1 | 45 | 1830 | 643 | 6.87
met2 | 45 | 1830 | 33 | 8.33
met5 | 0 | 0 | - | 0
met3 | 7.9 | 322 | 4 | 1.85
## cells in the mapped netlist, drive strengths merged
| library cell | n |
|---|---|
| clkbuf | 2 |
| a311o | 1 |
| and2b | 1 |
| dfxtp | 31 |
| nor3b | 1 |
| and3 | 6 |
| o21a | 1 |
| nand3 | 3 |
| a21boi | 2 |
| o31ai | 2 |
| o21ai | 14 |
| a22oi | 1 |
| edfxtp | 17 |
| a31oi | 2 |
| nor3 | 2 |
| nand2 | 18 |
| a21oi | 12 |
| xor2 | 4 |
| buf | 7 |
| nor2 | 7 |
| nor2b | 7 |
| nand2b | 2 |
| mux2i | 5 |
| o22ai | 7 |
| ha | 26 |
| conb | 1 |
| inv | 19 |
| nand3b | 1 |
## sequential cells by signal (all words and copies together) (netlist names)
signal / count
decodC.seg: 8
codigoD: 4
decodA.seg: 7
codigoA: 3
decodB.seg: 8
codigoC: 4
codigoB: 4
decodD.seg: 8
estado_anterior: 2
## stage by stage
stage | TNS, ps | worst slack (ps) | power (mW) | std cells | hold slack, ps
final | 0 | 301 | 2.23 | 384 | 568
after global routing | 0 | 263 | 2.39 | 384 | 598
after CTS | 0 | 314 | 2.27 | 384 | 579
after detailed placement | -7.97 | -7.97 | 1.67 | 376 | 563
after global placement | 0 | 9.55 | 1.66 | 376 | 551
after floorplan | 0 | 571 | 1.37 | 202 | 498
## worst reg2reg max path: cells and delay by family (launching register included)
kind | cells | cell delay, ps
flip-flops | 1 | 430
XOR/XNOR | 1 | 320
AND/OR/NAND/NOR | 1 | 140
AND-OR/OR-AND | 1 | 160
## layout make-up
type,instances,area share (%)
Clock buffer,6,2.92
Clock inverter,2,0.620
Timing Repair Buffer,47,16.1
Inverter,19,2.53
Sequential cell,48,40.1
Tap cell,136,6.03
Multi-Input combinational cell,126,31.7
Power and IR drop assume default switching activity.
