<file path="flow/config.mk">
export PLATFORM = sky130hd
export DESIGN_NAME = acumulador
export DESIGN_NICKNAME = acumulador
export VERILOG_FILES = /design/flow/design.v
export SDC_FILE = /design/flow/constraint.sdc
export NUM_CORES = 4
export LEC_CHECK = 1
export CORE_AREA = 10 10 70 70
export DIE_AREA = 0 0 80 80
</file>
<file path="flow/constraint.sdc">
current_design acumulador

set clk_period 2.1
set clk_io_pct 0.2

create_clock -name clk0 -period $clk_period [get_ports {clk}]

set non_clock_inputs [all_inputs -no_clocks]
set_input_delay [expr $clk_period * $clk_io_pct] -clock clk0 $non_clock_inputs
set_output_delay [expr $clk_period * $clk_io_pct] -clock clk0 [all_outputs]
</file>
<file path="flow/design.v">
module acumulador(moedas, clk, reset, total);
   input wire clk, reset;
	input [1:0] moedas;    
   output reg [3:0] total;
	localparam [3:0] c_0 = 0, c_25 = 1, c_50 = 2, c_75 = 3, c_1 = 4, c_125 = 5, c_150 = 6, c_175 =  7, c_2 = 8;
	reg [3:0] state_reg, state_next;  
	always @(posedge clk, posedge reset) begin
		if (reset) begin
			state_reg <= c_0;
		end
		else begin
			state_reg <= state_next;
		end
	end 
	always @(moedas[1], moedas[0], state_reg) begin     	 	
		state_next = state_reg;
		case(state_reg)
			c_0: begin
				total = c_0;
				if(moedas == 2'b01)
					state_next = 4'b0001;
				else if (moedas == 2'b10)
					state_next = 4'b0010;
				else if (moedas == 2'b11)	
					state_next = 4'b0100;
				else
					state_next = state_reg;
			end
			c_25: begin
				total = c_25;
				if(moedas == 2'b01)
					state_next = 4'b0010;
				else if (moedas == 2'b10)
					state_next = 4'b0011;
				else if (moedas == 2'b11)	
					state_next = 4'b0101;
				else
					state_next = state_reg;
			end
			c_50: begin
				total = c_50;
				if(moedas == 2'b01)
					state_next = 4'b0011;
				else if (moedas == 2'b10)
					state_next = 4'b0100;
				else if (moedas == 2'b11)	
					state_next = 4'b0110;
				else
					state_next = state_reg;
			end
			c_75: begin
				total = c_75;
				if(moedas == 2'b01)
					state_next = 4'b0100;
				else if (moedas == 2'b10)
					state_next = 4'b0101;
				else if (moedas == 2'b11)	
					state_next = 4'b0111;
				else
					state_next = state_reg;
			end
			c_1: begin
				total = c_1;
				if(moedas == 2'b01)
					state_next = 4'b0101;
				else if (moedas == 2'b10)
					state_next = 4'b0110;
				else if (moedas == 2'b11)	
					state_next = 4'b1000;
				else
					state_next = state_reg;
			end
			c_125: begin
				total = c_125;
				if(moedas == 2'b01)
					state_next = 4'b0110;
				else if (moedas == 2'b10)
					state_next = 4'b0111;
				else if (moedas == 2'b11)	
					state_next = 4'b0000;
				else
					state_next = state_reg;
			end
			c_150: begin
				total = c_150;
				if(moedas == 2'b01)
					state_next = 4'b0111;
				else if (moedas == 2'b10)
					state_next = 4'b1000;
				else if (moedas == 2'b11)	
					state_next = 4'b0000;
				else
					state_next = state_reg;
			end
			c_175: begin
				total = c_175;
				if(moedas == 2'b01)
					state_next = 4'b1000;
				else if (moedas == 2'b10)
					state_next = 4'b0000;
				else if (moedas == 2'b11)	
					state_next = 4'b0000;
				else
					state_next = state_reg;
			end
			c_2: begin
				total = c_2;
				if(moedas == 2'b01)
					state_next = 4'b0000;
				else if (moedas == 2'b10)
					state_next = 4'b0000;
				else if (moedas == 2'b11)	
					state_next = 4'b0000;
				else
					state_next = state_reg;
			end
		 endcase
	end 
endmodule 
</file>
<file path="flow/run.sh">
#!/bin/bash
# OpenROAD 26Q1-2900-gdf79404cd8, Yosys 0.63+post, stock flow scripts
make -C /OpenROAD-flow-scripts/flow DESIGN_CONFIG=/design/flow/config.mk WORK_HOME=/design/flow/orfs finish
</file>
==> qor.yml <==
netlist_area_sq_um: 563
vdd_drop_max_mv: 0.405
synthToLayoutAreaGrowth_pct: 26.7
cts.path.max_buffers: 2
finalClockPeriodUsage: 0.742
rows: 21
rsz0062_at_grt: "false"
drive_gt1_frac: 0.265
required_ns: 2.23
crit_chain: "clkdlybuf4s50_1 -> mux4_1"
syn_avg_cell_area_sq_um: 14.1
wirelength_um: 1050
power.share.clock: 0.218
combPwrFrac: 0.263
r2r_slack_ns: 1.02
cts_buffers: 3
leakagePower_nw: 0.299
maxSlewViolCount: 0
fin_area_sq_um: 713
critPathKind: "primary input to flip-flop"
unconstrained_endpoints: 8
period_needed_ns: 1.56
hold_violations: 0
power_density_mw_per_mm2: 847
postCtsSetupBuffers: 0
crit_path_start: "moedas[1]"
finalSetupViolations: 0
port_buffers: 7
grt_usage: 0.0364
largest_reg_flops: 9
yosys_cells: 40
seqPwrFrac: 0.519
placed_cell_area_sq_um: 687
fp_util: 0.165
drtAntennaViolNets: 0
worstMarginPinSlew_ns: 0.348
yosysTopAreaCell: "dfrtp_1"
dieArea_sq_mm: 0.00640
drc: 0
diodes: 0
top_area_frac: 0.356
tool_warnings: 25
antenna_found_initial: 0
top_cells_by_area: "dfrtp_1, mux4_2, dlxtn_1"
grt-ovfl-total: 0
setup_tns_ns: 0
switching_share: 0.284
synth.distinct_cells: 20
wl_per_cell_um: 11.1
die_w_um: 80
skew_ns: 0.00215
maxCapViolations: 0
crit_path_end_kind: "flip-flop"
drt_iter0_markers: 10
critPathArrivalTime_ns: 1.69
yosysWarnings: 1
p_int_mw: 0.433
hold_path_class: "primary input to asynchronous set/reset pin"
worstSkewPairLatency_ns: 0.26
grt_pass1_vias: 413
cts_resized: 0
cts.htree.levels: 1
worst-path-buf-inv: 1
cp-start-kind: "primary input"
ys_chip_area_sq_um: 563
root_buffer: "clkbuf_4"
final_cell_mix: "dfrtp_1, clkdlybuf4s50_1, dlxtn_1"
ioPinCount: 8
r2r_end: "state_reg[1]$_DFF_PP0_"
cts_tree: "yes"
max_stage_delay_ns: 0.67
avgViaCountPerCell: 3.92
hold_buffers: 0
r2r_cells: 1
first_pass_iters: 4
routabilityCongestion: 0.862
ys.flops: 13
chipHeight_um: 80
core_sq_mm: 0.00342
final_util: 0.209
max_freq_mhz: 642
vias: 372
grt_max_degree: 12
synthCells: 40
path_clk_slew_ns: 0.06
grt_pass1_wl_um: 1870
final_common_cell: "dfrtp_1"
status: "finished clean"
switchingPower_mw: 0.171
slew-limit-headroom: 0.767
crit_family: "buffers and inverters"
unclocked_regs: 4
reg2reg_from: "state_reg[4]$_DFF_PP0_"
slowest_stage: "clkdlybuf4s50_1"
path_max_fanout: 9
through the flow:
stage / cells / hold slack [ns] / power [mW] / worst slack [ns]
2_1_floorplan: 40 / 0.247 / 0.423 / 0.859
3_3_place_gp: 91 / 0.549 / 0.469 / 0.288
3_5_place_dp: 91 / 0.540 / 0.475 / 0.255
4_1_cts: 95 / 0.437 / 0.610 / 0.539
5_1_grt: 95 / 0.450 / 0.650 / 0.449
6_report: 95 / 0.427 / 0.604 / 0.542
power groups by stage:
| stage | clock network (mW) | registers (mW) | logic [mW] |
|---|---|---|---|
| after CTS | 0.137 | 0.311 | 0.162 |
| after global routing | 0.150 | 0.324 | 0.176 |
| final | 0.132 | 0.313 | 0.159 |
how the worst max path moves through the flow:
stage	depth (start not counted)	to	slack (ns)
CTS	2	state_reg[1]$_DFF_PP0_	0.54
global route	2	state_reg[1]$_DFF_PP0_	0.45
finish	2	state_reg[1]$_DFF_PP0_	0.54
layout make-up:
cell class              instances  area [sq um]
fillers                       380          2700
flip-flops and latches         13           287
multi-input cells              22           254
repair buffers                  9          85.1
well taps                      46          57.6
clock buffers                   4          26.3
inverters                       1          3.75
cell families after synthesis:
kind of cell / count (synthesis) / synth area share
flip-flops: 9 / 0.402
AND/OR/NAND/NOR: 9 / 0.122
multiplexers: 8 / 0.267
latches: 4 / 0.107
AND-OR/OR-AND: 5 / 0.0622
buffers and inverters: 5 / 0.0400
cells in the mapped netlist:
library cell and count:
o211ai_1 2, dfstp_2 1, dfrtp_1 8, dlxtn_1 4, nand3b_1 2, inv_1 1, mux4_1 2, nor3_2 1
or4_2 2, or4_4 1, mux2i_1 3, clkbuf_2 1, buf_2 2, mux4_2 3, nand2_1 1, o32a_1 1
or4_1 1, o21ai_0 2, clkbuf_1 1, nor2_1 1
routing by layer:
| layer | global-route usage | vias to the layer above | part of all wire |
|---|---|---|---|
| met2 | 0.0417 | 21 | 0.38 |
| met4 | 0.00176 | 0 | 0 |
| met1 | 0.0505 | 176 | 0.48 |
| li1 | - | 175 | - |
| met5 | 0 | - | 0 |
| met3 | 0.0330 | 0 | 0.15 |
No activity file was given, so power comes from the tool's default toggle rates.
